==> flow/design.v <==
module osc_square (
    input logic clk,
    input logic rst,
    input logic enable,
    input logic [31:0] phase_inc,
    output logic wave_out
);
    logic [31:0] phase;
    always_ff @(posedge clk) begin
        if (rst) begin
            phase <= 0;
            wave_out <= 0;
        end else if (enable) begin
            phase <= phase + phase_inc;
            wave_out <= phase[31];   
        end
    end
endmodule
==> flow/run.sh <==
#!/bin/bash
# OpenROAD 26Q1-2900-gdf79404cd8, Yosys 0.63+post, stock flow scripts
make -C /OpenROAD-flow-scripts/flow DESIGN_CONFIG=/design/flow/config.mk WORK_HOME=/design/flow/orfs finish
==> flow/config.mk <==
export PLATFORM = sky130hd
export DESIGN_NAME = osc_square
export DESIGN_NICKNAME = osc_square
export VERILOG_FILES = /design/flow/design.v
export SDC_FILE = /design/flow/constraint.sdc
export NUM_CORES = 4
export LEC_CHECK = 1
export CORE_UTILIZATION = 30
export SYNTH_HDL_FRONTEND = slang
==> flow/constraint.sdc <==
current_design osc_square

set clk_period 10.0
set clk_io_pct 0.2

create_clock -name clk0 -period $clk_period [get_ports {clk}]

set non_clock_inputs [all_inputs -no_clocks]
set_input_delay [expr $clk_period * $clk_io_pct] -clock clk0 $non_clock_inputs
set_output_delay [expr $clk_period * $clk_io_pct] -clock clk0 [all_outputs]
==> job_summary.md <==
### Metrics collected by this job

| Metric | Value |
|---|---|
| Pre-CTS WS | roughly 5.3 ns |
| Synthesized cell area | approximately 3000 um^2 |
| CTS sink count | 33 |
| Most common cell after layout, fill and taps aside | nand2_1 |
| Synth Register Bits | 33 |
| Share of layout cells above drive strength 1 | 2.93% |
| Largest net degree at the start of global routing | 43 |
| Worst Setup Start Kind | primary input |
| Routed via count | ~2.9k |
| Worst-path cell chain | clkdlybuf4s50_1 -> ha_1 -> a21oi_1 -> o211ai_1 -> a211oi_1 -> a31oi_1 -> o2111ai_1 -> a21oi_1 -> or3b_2 |
| Longest Clk Path Bufs | 2 |
| TNS Setup | 0 ns |
| Vias per cell | 5.33 |
| Ys flop type | dfxtp_1 |
| Yosys top cell by area | dfxtp_1 |
| Yosys cell count | ~380 |
| Insertion Delay late pin | 0.29 ns |
| Most frequent cells in the layout | nand2_1 (38), a21oi_1 (37), clkdlybuf4s50_1 (35), nor2_1 (34), dfxtp_1 (33) |
| Cells after DPL | around 530 |
| Endpoint type of the worst setup path | register |
| WL per Instance | 14.0 um |
| FF/Latch Area | about 660 um^2 |
| Worst min-delay path class | reg -> reg |
| Die ar. | 10200 um^2 |
| Slowest CP cell | or3b_2 |
| # fillers | 990 |
| Fin. Hold Viols | 0 |
| Cycle use final | 44.3% |
| H-tree depth | 2 |
| Top sig layer | met4 |
| GPL Wtd Cong | between 0.9 and 1 |
| Io pins | 36 |
| Rel. slew slack | approximately half |
| PnR worst setup slack | between 5 and 6 ns |
| Area leader share | between 20% and 30% |
| Final min period | 4.43 ns |
| R2r endpoint | phase[29] |
| Peak VDD IR | 71.2 uV |
| Core area | 9370 um^2 |
| Starting DRC count in detailed routing | approximately 200 |
| Clk_skew | roughly 0.0036 ns |
| Setup violators final | 0 |
| Met2 wire len | between 3 and 4 mm |
| Maxcap violations | 0 |
| Hold EP | phase[20] |
| Crit Path Max Fanout | 5 |
| Buffers on Ports | 35 |
| Drt drc | 0 |
| Status | finished, final reports clean |
| Synthesis area per yosys | just under 3000 um^2 |
| Yosys warning tally | 0 |
| Synth Seq Share | 22.5% |
| Number of global-route vias before repair | 2592 |
| Placement Cell Area | 3400 um^2 |
| Area grow syn2layout | 19.8% |
| ANT cells | 0 |
| Antenna violations before repair | 0 |
| Row cnt | 35 |
| Post-CTS resize count | 0 |
| CP peak stage delay | ~0.45 ns |
| Worst Tran Pin Value | just under 0.8 ns |
| CP arrival | 4.60 ns |
| FP Util | 31.3% |
| OpenROAD warning count | 25 |
| Postcts setup bufs | 0 |
| Met3 routed WL | 405 um |
| Reg2Reg Setup Slack | 7.41 ns |
| Global-route wire length before repair | 12.9 mm |
| Pre-antenna DRT Iters | 4 |
| Pleak | 1.49 nW |
| PD cells | 149 nW/um^2 |
| Post-Syn Instances | between 300 and 400 |
| Worst EP required | 10.17 ns |
| CTS hold repair buffers | 0 |
| Inserted Clock Buffers | 5 |
| Top cells, area | dfxtp_1 (22%), ha_1 (13%), a21oi_1 (6.3%), nand2_1 (4.9%), nor2_1 (4.3%) |
| Design area | 3520 um^2 |
| CTS Root Cell | clkbuf_8 |
| Worst-path clk slew | 0.07 ns |
| Non-filler instance count after layout | 538 |
| DRT met1 WL | 3.80 mm |
| Total power | 0.523 mW |
| Most used cell, CP | a21oi_1 |
| GR Overflow Total | 0 |
| Number of synthesized flops with an enable pin | 0 |
| Routed wire length | 7.51 mm |
| Hold Path Origin | phase[20] |
| F_max | approximately 230 MHz |
| Die Width | between 100 and 150 um |
| Final core occ | 37.6% |
| Post-DRT Antenna Nets | 0 |
| Synthesized area per cell | 7.77 um^2 |
| Cell Type Count | 56 |
| Chip height | between 100 and 150 um |
| Fin. max-slew vios | 0 |
| GRT Util Overall | 15.8% |
| CTS tree | yes |
| WHS | 0.470 ns |
| Async SR Flop Fraction | 0% |
| RSZ-0062 raised after global routing | no |
| Area of the multi-input gates | 2160 um^2 |
| R2R depth | 8 |
| DP HPWL | 5.58 mm |
| Worst setup path class | in -> reg |
| RR Startpoint | phase[12] |
| Worst hold stages | 2 |
## kinds of logic after synthesis
kind of cell               after synthesis  synth area share (%)
adders and majority gates               32                  13.9
AOI/OAI and AO/OA                      127                  29.6
DFF                                     33                  22.5
and+or+nand+nor                        132                  21.9
buffers and inverters                   29                  3.96
muxes                                   12                  4.30
xor gates and xnor gates                13                  3.88
## synthesized netlist by cell type, drive strengths merged (3+ instances only)
library cell and n:
o21ai 12, o211ai 8, o21a 7, nor3 11
clkbuf 12, nand3 13, or3 6, inv 15
xnor2 8, nand2 38, and4 3, a211oi 5
nor2b 3, nor3b 3, o21bai 7, a311o 4
nor2 34, xor2 5, o2111ai 5, and3 5
ha 31, nand3b 4, nand4 4, a21o 12
mux2i 10, o22ai 4, dfxtp 33, a31oi 4
o32ai 4, a21oi 37
## per-layer routing
metal	global-route usage (%)	vias up
li1	-	1494
met1	25.1	1299
met2	24.0	69
met3	1.76	4
met4	1.23	0
met5	0	-
## state kept, by name, summed over array words and instances (netlist names)
register,cells
phase,32
wave_out,1
## final cells by class
| cell class | count | area share [%] |
|---|---|---|
| multi-input combinational | 316 | 61.4 |
| timing repair buffer | 37 | 10.4 |
| inverter | 15 | 1.60 |
| sequential | 33 | 18.8 |
| clock inverter | 1 | 0.853 |
| tap | 129 | 4.58 |
| clock buffer | 7 | 2.45 |
## how the worst max path moves through the flow
stage	startpoint	slack (ns)	cells past startpoint	end
CTS	phase_inc[12]	5.57	9	phase[29]
global route	phase_inc[12]	5.32	9	phase[29]
finish	phase_inc[12]	5.57	9	phase[29]
## power breakdown
| group | leakage, nW | switching (mW) | total (mW) | internal (mW) |
|---|---|---|---|---|
| registers | 0.273 | 0.0106 | 0.162 | 0.151 |
| clock network | 0.0585 | 0.0518 | 0.133 | 0.0813 |
| logic | 1.16 | 0.124 | 0.228 | 0.104 |
| total | 1.49 | 0.187 | 0.523 | 0.336 |
## worst max-delay path, delay by kind of cell
kind                       cells  cell delay (ns)
buffers and inverters          1             0.42
AOI/OAI and AO/OA              6             1.36
and+or+nand+nor                1             0.45
adders and majority gates      1             0.38
Power figures rest on the tool's default switching activity, not on a simulated workload.
