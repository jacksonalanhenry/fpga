==> design/flow/design.v <==
module clk_divider (
    input logic clk,
    input logic rst,
    input logic [63:0] freq_value,
    output logic tick
);
  logic [63:0] counter;
  always_ff @(posedge clk) begin
    if (rst) begin
      tick <= 0;
      counter <= 0;
    end else begin
      if (counter == freq_value) begin
        tick <= 1;
        counter <= 0;
      end else begin
        tick <= 0;
        counter <= counter + 1;
      end
    end
  end
endmodule
==> design/flow/run.sh <==
#!/bin/bash
# OpenROAD 26Q1-2900-gdf79404cd8, Yosys 0.63+post, stock flow scripts
make -C /OpenROAD-flow-scripts/flow DESIGN_CONFIG=/design/flow/config.mk WORK_HOME=/design/flow/orfs finish
==> design/flow/config.mk <==
export PLATFORM = sky130hd
export DESIGN_NAME = clk_divider
export DESIGN_NICKNAME = clk_divider
export VERILOG_FILES = /design/flow/design.v
export SDC_FILE = /design/flow/constraint.sdc
export NUM_CORES = 4
export LEC_CHECK = 1
export CORE_UTILIZATION = 30
export SYNTH_HDL_FRONTEND = slang
==> design/flow/constraint.sdc <==
current_design clk_divider

set clk_period 7.3
set clk_io_pct 0.2

create_clock -name clk0 -period $clk_period [get_ports {clk}]

set non_clock_inputs [all_inputs -no_clocks]
set_input_delay [expr $clk_period * $clk_io_pct] -clock clk0 $non_clock_inputs
set_output_delay [expr $clk_period * $clk_io_pct] -clock clk0 [all_outputs]
==> results.cfg <==
; yosys + openroad results
[drt]
route.vias.total = 3093
drt_drc_violations_left = 0
detail_route.first_pass.iterations = 16
route.antenna.remaining_nets = 0
wirelength_mm = 9.91
wl_per_cell_um = 15.5
drt_iter0_markers = 204
number_of_antenna_diodes = 0
routed_via_density = 4.85

[finish]
areaGrowthSynthToFinish_pct = 30.8
layout-drive-gt1-share = 0.0646
sequential_cell_area_um2 = 1300
layout_top_cell_excl_fill_tap = sky130_fd_sc_hd__xnor2_1
most-common-layout-cells = sky130_fd_sc_hd__xnor2_1 (101), sky130_fd_sc_hd__nor2_1 (79), sky130_fd_sc_hd__clkdlybuf4s50_1 (66), sky130_fd_sc_hd__dfxtp_1 (65), sky130_fd_sc_hd__nand4_1 (27)
logic_area_um2 = 2260
fillCellCount = 1122
core_utilization_of_the_finished_layout = 0.409

[logic_synthesis]
post_synth_inst_count = 423
synthDistinctLibCells = 36
seq_area_frac_synth = 0.358
synthesis.area_um2 = 3630
synth_chip_area_um2 = 3630
post_synth.cell_area_avg_um2 = 8.59
synth-cells-yosys = 423
yosys.area.top_type = sky130_fd_sc_hd__dfxtp_1
top_cells_by_area = sky130_fd_sc_hd__dfxtp_1 (36%), sky130_fd_sc_hd__xnor2_1 (24%), sky130_fd_sc_hd__nor2_1 (8.2%), sky130_fd_sc_hd__xor2_1 (5.3%), sky130_fd_sc_hd__nand4_1 (4.6%)
yosys_warnings = 0
synth-seq-cells = 65
synth_largest_type_area_fraction = 0.358

[worst_setup_path]
critPathLaunch = freq_value[8]
regToRegStartpoint = counter[8]$_SDFF_PP0_
critical_path_arrival_ns = 4.19
cp.required_ns = 7.50
cp_slowest_stage_delay_ns = 0.48
worst_path_dominant_cell_family = simple AND/OR/NAND/NOR gates
rrSetupSlack_ns = 4.51
critPathKind = in -> reg
worst_setup_path_start_kind = primary input
crit_fanout = 39
worstSetupEndpoint = counter[34]$_SDFF_PP0_
path_cells = clkdlybuf4s50_1 > xnor2_1 > nand4_1 > nor4_1 > nand4_1 > nand2b_2 > buf_4 > nor2_1
r2r_end = counter[34]$_SDFF_PP0_
path_common_cell = sky130_fd_sc_hd__nand4_1
worstPathBufferInverterCount = 2
critical-path-slowest-cell = sky130_fd_sc_hd__buf_4
path_depth = 8
setup.worst_path.end_class = register
worst-r2r-cell-count = 7

[cts]
clk_pin_slew_ns = 0.05
postCtsHoldBufs = 0
clk_path_buf_depth = 2
cts_buffers = 9
cts.sinks = 65
cts_htree_levels = 3
tritoncts_clock_tree = built
clockRootBuffer = sky130_fd_sc_hd__clkbuf_16
post_cts.repair.setup_buffers = 0
clock_latency_at_the_later_pin_of_the_worst_skew_pair_ns = 0.33
cts_resized = 0

[timing]
max_transition_margin = 0.455
finalHoldWorstSlack_ns = 0.490
fin_tns_setup_ns = 0
timing_worst_slew_pin_value_ns = 0.814
max_clock_freq_mhz = 250
final-hold-violation-count = 0
final_max_slew_viol_count = 0
setup_repair_after_global_routing_missed_its_margin = no
finalCritPeriodShare = 0.547
final_period_minus_worst_setup_slack_ns = 3.99
finClkSkew_ns = 0.00680
setup_slack_ns = 3.31
finalSetupViolations = 0

[floorplan]
placementRows = 39
die_area_um2 = 12600
chipHeight_um = 112
floorplan.die.width_um = 112
floorplan.initialDensity = 0.313
core_area_um2 = 11600
top_level_ports = 67

[global_route]
overflow = 0
grt_max_degree = 40
via_count_of_the_first_global_routing_pass = 3033
grt_antenna_before_repair = 0
grt_first_pass_wirelength_mm = 15.9
all_layer_gr_usage = 0.168

[pwr]
powerDensity_nw_per_um2 = 188
vdd.ir_drop.worst_uv = 119
leakagePower_nw = 1.52

[place]
number_of_i_o_port_buffers = 66
hpwl_mm = 7.74
detailedPlace.worstSlack_ns = 2.98
routabilityCongestion = 1.02

[flow_run]
count_of_warning_messages_emitted_by_the_tools = 25
timing.max_cap.violations = 0

[worst_hold_path]
min_path_type = reg -> reg

[outcome]
run_status = completed
[cell families after synthesis]
group	count (synthesis)	share of synthesized area
XOR/XNOR	123	0.296
adder cells (fa/ha/maj)	1	0.00344
AND-OR/OR-AND	6	0.00895
AND/OR/NAND/NOR	212	0.314
buffers and inverters	16	0.0196
flip-flops	65	0.358
[registers in the layout, indices dropped and copies added (netlist names)]
signal / flops
tick: 1
counter: 64
[cell usage after synthesis]
master                     instances
sky130_fd_sc_hd__nor3b_2           1
sky130_fd_sc_hd__xnor2_1         101
sky130_fd_sc_hd__clkbuf_1          7
sky130_fd_sc_hd__and2b_2           1
sky130_fd_sc_hd__buf_2             3
sky130_fd_sc_hd__nand2_1          20
sky130_fd_sc_hd__and2_1            4
sky130_fd_sc_hd__and3_1           13
sky130_fd_sc_hd__ha_1              1
sky130_fd_sc_hd__or2_2             1
sky130_fd_sc_hd__or2_1             1
sky130_fd_sc_hd__a21oi_1           3
sky130_fd_sc_hd__nor3b_1           1
sky130_fd_sc_hd__nand2b_1          1
sky130_fd_sc_hd__dfxtp_1          65
sky130_fd_sc_hd__nor4_1            9
sky130_fd_sc_hd__nand4_2           3
sky130_fd_sc_hd__nor2_1           79
sky130_fd_sc_hd__xor2_1           22
sky130_fd_sc_hd__o21ai_0           2
sky130_fd_sc_hd__nor3_1           12
sky130_fd_sc_hd__nor3_2            1
sky130_fd_sc_hd__nand4_1          27
sky130_fd_sc_hd__and3_4            1
sky130_fd_sc_hd__and4_1            4
sky130_fd_sc_hd__or4_1             1
sky130_fd_sc_hd__nand3_1          23
sky130_fd_sc_hd__nor3_4            1
sky130_fd_sc_hd__nor4_4            1
sky130_fd_sc_hd__inv_1             5
sky130_fd_sc_hd__buf_6             1
sky130_fd_sc_hd__nand4_4           1
sky130_fd_sc_hd__and4_4            1
sky130_fd_sc_hd__nand3_2           3
sky130_fd_sc_hd__o31ai_1           1
sky130_fd_sc_hd__or3_1             2
[power breakdown]
| part | internal [mW] | leakage [nW] | total (mW) | switching [mW] |
|---|---|---|---|---|
| clock | 0.307 | 0.159 | 0.461 | 0.154 |
| combinational | 0.0455 | 0.836 | 0.0740 | 0.0286 |
| sequential | 0.356 | 0.524 | 0.358 | 0.00207 |
[per-layer routing]
layer | GRT usage | vias up | routed length, um
met4 | 0.0471 | 0 | 337
met3 | 0.0297 | 18 | 494
met1 | 0.239 | 1423 | 4510
met2 | 0.267 | 78 | 4560
li1 | - | 1574 | -
met5 | 0 | - | 0
[per-stage QoR]
step                area, um^2  total power, mW  cells
floorplan                 3630            0.391    423
global placement          4430            0.440    622
detailed placement        4430            0.441    622
CTS                       4750            0.901    638
global route              4750            0.925    638
finish                    4750            0.893    638
[worst min path at each step]
| stage | startpoint | endpoint | slack (ns) | depth (start not counted) |
|---|---|---|---|---|
| final | counter[0]$_SDFF_PP0_ | counter[0]$_SDFF_PP0_ | 0.49 | 1 |
| after CTS | counter[0]$_SDFF_PP0_ | counter[0]$_SDFF_PP0_ | 0.50 | 1 |
| after global routing | counter[0]$_SDFF_PP0_ | counter[0]$_SDFF_PP0_ | 0.53 | 1 |
[cell type report]
class,instances,share of cell area
Tap cell,143,0.0376
Timing Repair Buffer,67,0.141
Inverter,5,0.00395
Sequential cell,65,0.274
Multi-Input combinational cell,342,0.476
Clock inverter,5,0.0166
Clock buffer,11,0.0511
Power and IR drop assume default switching activity.
